[design/flow/run.sh]
#!/bin/bash
# OpenROAD 26Q1-2900-gdf79404cd8, Yosys 0.63+post, stock flow scripts
make -C /OpenROAD-flow-scripts/flow DESIGN_CONFIG=/design/flow/config.mk WORK_HOME=/design/flow/orfs finish
[design/flow/config.mk]
export PLATFORM = sky130hd
export DESIGN_NAME = RSA
export DESIGN_NICKNAME = RSA
export VERILOG_FILES = /design/flow/design.v
export SDC_FILE = /design/flow/constraint.sdc
export NUM_CORES = 4
export LEC_CHECK = 1
export CORE_UTILIZATION = 50
[design/flow/constraint.sdc]
current_design RSA

set clk_period 5.8
set clk_io_pct 0.2

create_clock -name clk0 -period $clk_period [get_ports {clk}]

set non_clock_inputs [all_inputs -no_clocks]
set_input_delay [expr $clk_period * $clk_io_pct] -clock clk0 $non_clock_inputs
set_output_delay [expr $clk_period * $clk_io_pct] -clock clk0 [all_outputs]
[design/flow/design.v]
module BRAM #(
    parameter WIDTH = 6
)(
    input clk,
    input Continue,
    input [WIDTH-1:0] N,
    input [(2*WIDTH)-1:0] out_mul,
    output reg [WIDTH-1:0] Data_Bram
);
    reg [(2*WIDTH)-1:0] rem ; 
    always @(*) begin
        rem = out_mul / N;
    end
    always @(*) begin
        if(!rem) begin
          Data_Bram = rem; 
        end 
        else if(Continue) begin
          Data_Bram = out_mul-(rem*N);
        end
    end
endmodule
module Counter #(
    parameter WIDTH = 6
)(
    input [WIDTH-1 : 0 ] count,
    input [WIDTH-1 : 0] Key,
    input clk,
    input reset,
    output reg Start,
    output reg Continue
);
    always @(posedge clk) begin
        if (reset) begin
            Continue = 1;
            Start = 1;
        end
        else begin
            Start = 0;
            if (count == Key-1) begin
                Continue = 0 ;
            end
        end
    end
endmodule
module Multiplayer #(
    parameter WIDTH = 6
)(
    input clk,
    input reset,
    input [WIDTH-1:0] Data,
    input Continue,
    input Start,
    input [WIDTH-1:0] Data_Bram,
    output reg [WIDTH-1:0] count,
    output reg [(2*WIDTH)-1:0] Out_mul
);
    always @(posedge clk ) begin
        if (reset) begin
            count =0;
        end
        else begin
          if (Start && Continue) begin
            Out_mul= Data * Data;
            count = count + 1;
          end
          else if (Continue) begin
            Out_mul = Data_Bram * Data;
            count = count + 1;
          end
          else begin
            count = 0 ;
          end
        end
    end
endmodule
module Out #(
    parameter WIDTH = 6
)(
    input Continue,
    input [WIDTH-1:0] Data_Bram,
    output reg valid,
    output reg [WIDTH-1:0] out
);
    always @(*) begin
        if(!Continue) begin
          valid <= 1;
          out <= Data_Bram;
        end
    end
endmodule
module RSA #(
   parameter WIDTH = 6
)(
    input clk,
    input reset,
    input [WIDTH-1:0] Data,
    input [5:0] Key,
    input [WIDTH-1:0] N,
    output [WIDTH-1:0] Result,
    output Done
);
    wire Continue,Start;
    wire [WIDTH-1:0] Data_Bram, count;
    wire [(2*WIDTH)-1:0] out_mul;
    Out out_RSA(
        .Continue(Continue),
        .Data_Bram(Data_Bram),
        .valid(Done),
        .out(Result)
    );
    BRAM Bram(
        .clk(clk),
        .Continue(Continue),
        .N(N),
        .Data_Bram(Data_Bram),
        .out_mul(out_mul)
    );
    Multiplayer MUlt(
        .clk(clk),
        .reset(reset),
        .Data(Data),
        .Continue(Continue),
        .Start(Start),
        .Data_Bram(Data_Bram),
        .count(count),
        .Out_mul(out_mul)
    );
    Counter COUN(
        .count(count),
        .Key(Key),
        .reset(reset),
        .clk(clk),
        .Start(Start),
        .Continue(Continue)
    );
endmodule
==> run_results.csv <==
group,metric,value,unit
timing,untimed_endpoints,18,
timing,finalSetupViolations,0,
worst_setup_path,ff2ff_setup_slack,4.19,ns
yosys,top_cell,"ha_1",
status,status,"finished clean",
final_layout,drive_gt1_frac,0.0608,
die,pin_count,27,
yosys,top_cell_area_share,0.204,
drt,vias_per_cell,5.60,
global_routing,grt_max_degree,20,
timing,clock_skew,0.00223,ns
worst_setup_path,setup.worst_path.start_class,"input port",
cts,cts_tree,"built",
worst_setup_path,crit_path_end_kind,"flop",
worst_setup_path,crit_slowest_cell,"clkdlybuf4s50_1",
worst_setup_path,cp.arrival,5.27,ns
drt,routed_wl,13.9,mm
timing,post-route-period-util,0.912,
yosys,top_cells_by_area,"ha_1 (20%), fa_1 (9.4%), xnor2_1 (6.0%), edfxtp_1 (5.5%), o21a_1 (4.1%)",
yosys,ys_warn_count,4,
cts,postCtsSetupRepairBufs,0,
flow_run,warnings,27,
final_layout,seqCellArea,701,um^2
yosys,yosysTopAreaCell,"ha_1",
cts,htreeDepth,1,
worst_setup_path,crit_type,"in -> reg",
timing,unclocked_pins,12,
yosys,synth_stat.cells,814,
die,core,0.0128,mm^2
yosys,edf_count,12,
timing,slew_viol_final,0,
yosys,ys.flops,32,
drt,drtIter0Drc,176,
cts,post_cts_resized,0,
cts,path_clk_slew,0.05,ns
yosys,ys.flop_type,"edfxtp_1",
global_routing,antenna_found_initial,0,
placement,dp_hpwl,11.3,mm
worst_setup_path,path_cells,"clkdlybuf4s50_1 > and2_1 > fa_1 > inv_1 > fa_1 > fa_1 > inv_1 > ha_1 > a21o_1 > a21oi_1 > o21bai_1 > a21oi_1 > o21bai_1 > a21oi_1 > xnor2_1 > nand2_1 > o21ai_0",
cts,cts_buffers,3,
timing,holdWs,0.473,ns
global_routing,grt_first_pass_wirelength,24.1,mm
global_routing,overflow,0,
drt,antenna_cells,0,
min_path,holdCritPathClass,"reg -> reg",
drt,drc_errors,0,
timing,fmax,189,MHz
placement,dp_slack,0.232,ns
cts,holdBufCountCts,0,
placement,port-buffer-count,25,
min_path,hold_depth,1,
final_layout,syn_to_final_growth,7.08,%
final_layout,n_fill_cell,1163,
timing,fin_crit,5.29,ns
global_routing,grt_pass1_vias,5202,
global_routing,grt.total_usage,0.226,
yosys,avgSynthCellArea,8.12,um^2
final_layout,logic_area,0.00554,mm^2
timing,timing.slew.headroom,0.536,
worst_setup_path,r2r_cells,2,
drt,via_count,5567,
yosys,synthCells,814,
cts,cts_buffer_depth,2,
drt,ant_nets,0,
die,dieHeight,117,um
die,fp_util,0.517,
cts,clkLatencyLatePin,0.25,ns
final_layout,final_util,0.554,
timing,setup_ws,0.511,ns
worst_setup_path,slowest_delay,0.60,ns
timing,worst_slew_pin_slew,0.692,ns
worst_setup_path,crit_required,5.78,ns
timing,hold_viol_final,0,
drt,drt_first_pass_iters,4,
worst_setup_path,path_max_fanout,12,
drt,wire_per_inst,14.0,um
yosys,yosysUniqueCellTypes,77,
die,rows,41,
die,die_width,117,um
timing,setup_tns,0,ns
yosys,yosys_area,0.00661,mm^2
placement,routabilityCongestion,0.908,
flow_run,drv_cap,0,
timing,rsz0062_at_grt,"no",
cts,cts-root-buf,"clkbuf_16",
yosys,syn_area,0.00661,mm^2
yosys,ys_async_sr_fraction,0,
die,dieArea,0.0137,mm^2
yosys,common_cells,"ha_1 (108), nand2_1 (71), inv_1 (67)",
-- final cells by class --
cell class / count / share of cell area
timing repair buffer: 29 / 0.0396
sequential: 32 / 0.0990
multi-input combinational: 690 / 0.783
tap: 172 / 0.0304
inverter: 67 / 0.0355
clock buffer: 4 / 0.0126
-- flip-flops by register name, indices dropped and copies added (netlist names) --
| register | count |
|---|---|
| COUN.Continue | 1 |
| Bram.Data_Bram | 6 |
| COUN.Start | 1 |
| MUlt.count | 6 |
| MUlt.Out_mul | 12 |
| out_RSA.out | 6 |
-- cell usage in the layout, fill, tap and decap left out, types with 3 or more instances in the layout --
master	count
ha_1	108
nand2_1	71
inv_1	67
a21oi_1	53
nor2_1	50
xnor2_1	45
o21a_1	36
and2_1	34
nor3_1	32
fa_1	31
o21ai_0	30
clkdlybuf4s50_1	25
a21o_1	18
xor2_1	14
nand2b_1	14
nor2b_1	13
dlxtn_1	12
edfxtp_1	12
o21bai_1	10
mux2_2	10
o31ai_1	9
dfxtp_1	8
or3_1	8
mux2i_1	8
or2_2	7
a211oi_1	7
o211ai_1	6
nand3_1	6
nor4_1	5
o22a_1	4
o31a_1	4
buf_4	4
and3_1	3
nand3b_1	3
a31oi_1	3
clkbuf_16	3
-- final timing paths --
check	from	to
worst max-delay path	Data[2]	MUlt.Out_mul[11]
worst min-delay path	MUlt.count[0]	MUlt.count[0]
worst max register to register	COUN.Continue	MUlt.Out_mul[4]
worst min register to register	MUlt.count[0]	MUlt.count[0]
-- worst max-delay path, delay by kind of cell --
kind            cells  cell delay [ns]
buf+inv             3             0.69
fa+ha+maj           4             1.85
compound gates      7             1.13
xor+xnor            1             0.09
simple gates        2             0.34
-- routing by layer --
metal / vias to the layer above / global-route usage / part of all wire
met1: 2596 / 0.340 / 0.51
li1: 2894 / - / -
met2: 67 / 0.386 / 0.46
met4: 0 / 0.0203 / 0.0072
met5: - / 0 / 0
met3: 10 / 0.0115 / 0.024
-- through the flow --
stage	std cells	instance area, um^2
finish	994	7080
floorplan	814	6610
global route	994	7080
global placement	990	6990
CTS	994	7080
detailed placement	990	6990
-- kinds of logic (layout without fill, tap and decap cells) --
kind of cell / after synthesis / count (layout) / synth area share
adder cells (fa/ha/maj): 139 / 139 / 0.298
buffers and inverters: 92 / 100 / 0.0557
AND/OR/NAND/NOR: 260 / 260 / 0.200
flip-flops: 20 / 20 / 0.0788
other: 1 / 1 / 0.000567
AND-OR/OR-AND: 209 / 209 / 0.222
multiplexers: 22 / 22 / 0.0392
latches: 12 / 12 / 0.0273
XOR/XNOR: 59 / 59 / 0.0782
